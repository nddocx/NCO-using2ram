==> flow/design.v <==
module counter (
	input clk,
	input rst,
	input csb00,
	input csb01,
	input [7:0] addr00,
	input [7:0] addr01,
	input [15:0] din00,
	input [15:0] din01,
	output reg [15:0] sine_out);
	reg [8:0] tcout;
	wire [15:0] sine_out_temp0;
	wire [15:0] sine_out_temp1;
	ram_256x16 mem_i0(
    		.clk0(clk),.csb0(csb00),.addr0(addr00),.din0(din00),
    		.clk1(clk),.csb1(1'b0),.addr1(tcout[7:0]),.dout1(sine_out_temp0)
	);	
	ram_256x16 mem_i1(
    		.clk0(clk),.csb0(csb01),.addr0(addr01),.din0(din01),
    		.clk1(clk),.csb1(1'b0),.addr1(tcout[7:0]),.dout1(sine_out_temp1)
	);	
	always@(posedge clk or posedge rst)
		begin
			if (rst)begin
				tcout <= 0;
				sine_out <= 0;
			end
			else begin
				tcout <= tcout + 1;
				if (tcout[8])
				sine_out <= sine_out_temp1;
				else 
				sine_out <= sine_out_temp0;
			end
		end
endmodule
module ram_256x16(
    clk0,csb0,addr0,din0,
    clk1,csb1,addr1,dout1
  );
  parameter DATA_WIDTH = 16 ;
  parameter ADDR_WIDTH = 8 ;
  parameter RAM_DEPTH = 1 << ADDR_WIDTH;
  parameter DELAY = 3 ;
  parameter VERBOSE = 1 ;  
  parameter T_HOLD = 1 ;  
  input  clk0;  
  input   csb0;  
  input [ADDR_WIDTH-1:0]  addr0;
  input [DATA_WIDTH-1:0]  din0;
  input  clk1;  
  input   csb1;  
  input [ADDR_WIDTH-1:0]  addr1;
  output [DATA_WIDTH-1:0] dout1;
  reg [DATA_WIDTH-1:0]    mem [0:RAM_DEPTH-1];
  reg  csb0_reg;
  reg [ADDR_WIDTH-1:0]  addr0_reg;
  reg [DATA_WIDTH-1:0]  din0_reg;
  always @(posedge clk0)
  begin
    csb0_reg = csb0;
    addr0_reg = addr0;
    din0_reg = din0;
  end
  reg  csb1_reg;
  reg [ADDR_WIDTH-1:0]  addr1_reg;
  reg [DATA_WIDTH-1:0]  dout1;
  always @(posedge clk1)
  begin
    csb1_reg = csb1;
    addr1_reg = addr1;
  end
  always @ (negedge clk0)
  begin : MEM_WRITE0
    if (!csb0_reg) begin
        mem[addr0_reg][15:0] = din0_reg[15:0];
    end
  end
  always @ (negedge clk1)
  begin : MEM_READ1
    if (!csb1_reg)
       dout1 <= mem[addr1_reg];
  end
endmodule
==> flow/run.sh <==
#!/bin/bash
# OpenROAD 26Q1-2900-gdf79404cd8, Yosys 0.63+post, stock flow scripts
make -C /OpenROAD-flow-scripts/flow DESIGN_CONFIG=/design/flow/config.mk WORK_HOME=/design/flow/orfs finish
==> flow/config.mk <==
export PLATFORM = sky130hd
export DESIGN_NAME = counter
export DESIGN_NICKNAME = counter
export VERILOG_FILES = /design/flow/design.v
export SDC_FILE = /design/flow/constraint.sdc
export NUM_CORES = 4
export LEC_CHECK = 1
export CORE_UTILIZATION = 50
export SYNTH_HDL_FRONTEND = slang
==> flow/constraint.sdc <==
current_design counter

set clk_period 236.2
set clk_io_pct 0.2

create_clock -name clk0 -period $clk_period [get_ports {clk}]

set non_clock_inputs [all_inputs -no_clocks]
set_input_delay [expr $clk_period * $clk_io_pct] -clock clk0 $non_clock_inputs
set_output_delay [expr $clk_period * $clk_io_pct] -clock clk0 [all_outputs]
==> Changelog: implementation <==
### Metrics

* Clock buffer depth at 4
* RSZ-0062 raised after global routing: false
* Max Cap Viol at 1
* TritonRoute pass-1 iters at 6
* CTS tree: built
* Post-CTS Hold Buffers at 0
* Slew Limit Fails at 2
* HP Start: tcout[4]$_DFF_PP0_
* HP Class: reg2reg
* Vias in the first global route at 212k
* Worst slew margin at -6.75%
* Total power at 3.58 mW
* Area share, top type at 77.3%
* Clock Skew at 0.137 ns
* Fill count at 43.1k
* Crit path launch type: register
* WL/cell at 28.4 µm
* R2R depth at 14
* Ys async rst share at 0.301%
* RD Place Congestion at 0.996
* Yosys reg bits at 8307
* Gr usage total at 34.4%
* Setup_tns at 0 ns
* Post-synthesis sequential area ratio at 78.1%
* Dominant logic cell types in the final layout: inv_1, edfxtp_1, mux4_2, mux2i_1, buf_4
* Violated checks: capacitance limit, slew limit
* Row Count at 292
* Largest cells by area after synthesis: edfxtp_1, mux4_2, mux2i_1
* Clk root buf: clkbuf_16
* Post-CTS sizing at 0
* Setup-failing EPs final at 0
* Die Wd at 800 µm
* Min-Delay Path Depth at 0
* Tool warnings at 1042
* Post-route ant nets at 0
* # port buffers at 67
* LEAKAGE at 168 nW
* Worst path arrival time at 8.28 ns
* Top_reg_cell synth: edfxtp_1
* Worst EP required at 119.05 ns
* Num CTS Buffers at 869
* Final cell count without fillers at 33.9k
* Die Size at 0.640 mm²
* First-pass GRT wire length at 1370 mm
* Reg-to-reg startpoint: mem_i1.addr1_reg[1]$_DFF_P_
* Cell taking the most area after synthesis: edfxtp_1
* Place WS at 110.83 ns
* Core Footprint at 0.633 mm²
* Die Y-Extent at 800 µm
* Layout cells sized above 1 at 17.1%
* Pin count of the biggest net entering global routing at 129
* # Cells Yosys at 15.3k
* Slew @ Worst Pin at 1.59 ns
* Setup CP Type: reg2reg
* Post-Syn Instances at 15.3k
* H-Tree Level Count at 6
* Inst Count DP at 24.0k
* Hpwl dp at 587 mm
* Most numerous logic cell after layout: inv_1
* Postcts setup bufs at 0
* Post-synth EDFFs at 8192
* Power Density at 9.07 mW/mm²
* Clk slew on worst S/H paths at 0.06 ns
* Initial core utilization at 50.3%
* Detailed-route wire length at 964 mm
* Final Hold Vio Count at 0
* Worst Path Max Fanout at 40
* Peak VDD IR at 0.00894 mV
* Synth-to-Final Area Change at 24.2%
* Ys Warns at 0
* GRT Residual Overflow at 0
* Worst-Skew Late Latency at 1.19 ns
* Io pins at 68
* Vias per cell at 5.55
* Launch point of the worst path: mem_i1.addr1_reg[1]$_DFF_P_
* Yosys chip area at 0.318 mm²
* Crit path capture type: register
* Clk sink count at 8307
* Setup WS post-layout at 110.77 ns
* Via Count at 188k
* Synthesized area at 0.318 mm²
* Drc violations at 0
* Status: finished with violations
* Netlist cell types at 73
* Initial antenna violation count at 59
* Drt first-iter violations at 12.9k
* Syn avg cell area at 20.9 µm²
worst max-delay path, stage by stage (launching register included):
cell	delay, ns
dfxtp_4	0.79
buf_4	0.59
buf_4	0.66
buf_4	0.58
buf_4	0.67
buf_4	0.53
buf_4	0.61
buf_4	0.58
mux4_2	0.40
a22o_1	0.27
a221oi_1	0.51
o22ai_1	0.20
nor3_1	0.27
buf_4	0.19
nor4_1	0.05
final cells by class:
type / count / area [µm²] / area share [%]
diodes: 121 / 303 / 0.0766
clock buffers: 890 / 22100 / 5.60
clock inverters: 8944 / 38000 / 9.63
inverters: 5 / 31.3 / 0.00792
multi-input cells: 6015 / 65500 / 16.6
flip-flops and latches: 8307 / 249000 / 62.9
well taps: 8379 / 10500 / 2.65
repair buffers: 1261 / 10000 / 2.54
logic make-up after synthesis:
kind of cell	share of synthesized area, %
AOI/OAI and AO/OA	3.65
xor gates and xnor gates	0.0193
adders and majority gates	0.00393
buffers and inverters	1.55
DFF	78.1
muxes	14.2
and+or+nand+nor	2.45
synthesized netlist by cell type, types with 19 or more instances:
| cell type | count |
|---|---|
| a2111oi_0 | 26 |
| nor4_1 | 103 |
| o211ai_1 | 28 |
| mux2_2 | 103 |
| o32ai_1 | 24 |
| mux4_2 | 1442 |
| buf_6 | 83 |
| nor2_1 | 685 |
| o22ai_1 | 283 |
| dfxtp_1 | 90 |
| or3_1 | 50 |
| a21oi_1 | 198 |
| buf_2 | 218 |
| nor3_1 | 255 |
| nor2b_1 | 39 |
| buf_1 | 72 |
| o221ai_1 | 240 |
| buf_4 | 113 |
| a221oi_1 | 151 |
| a22o_1 | 50 |
| dfrtp_1 | 25 |
| nand4_1 | 56 |
| mux2i_1 | 1166 |
| nand3_1 | 135 |
| clkbuf_1 | 437 |
| edfxtp_1 | 8192 |
| nand2_1 | 280 |
| a22oi_1 | 299 |
| a211oi_1 | 86 |
| o21ai_0 | 102 |
| o31ai_1 | 19 |
| o2111ai_1 | 33 |
per-layer routing:
| metal | part of all wire [%] | global-route usage, % |
|---|---|---|
| met4 | 5.0 | 18.1 |
| met5 | 0.29 | 3.37 |
| met3 | 19 | 31.0 |
| met1 | 30 | 39.5 |
| met2 | 45 | 44.4 |
power breakdown:
group	total, mW	internal, mW	leakage (nW)	switching (mW)
registers	1.64	1.64	74.7	0.00512
clock network	1.91	0.993	58.4	0.918
logic	0.0321	0.00416	34.9	0.0279
path summary, 6_finish.rpt:
path / endpoint / slack [ns]
max: mem_i0.dout1[0]$_DFF_N_ / 110.77
min: mem_i1.addr1_reg[4]$_DFF_P_ / 0.42
max reg2reg: mem_i0.dout1[0]$_DFF_N_ / 110.77
min reg2reg: mem_i1.addr1_reg[4]$_DFF_P_ / 0.42
max in group asynchronous: sine_out[13]$_DFF_PP0_ / 189.13
min in group asynchronous: sine_out[3]$_DFF_PP0_ / 46.59
through the flow:
step,utilization [%],hold WS [ns],instance area (µm²)
3_3_place_gp,52.8,0.405,335000
4_1_cts,62.4,0.420,395000
2_1_floorplan,-,0.379,318000
5_1_grt,62.4,0.435,395000
6_report,62.4,0.416,395000
3_5_place_dp,52.8,0.398,335000
Power and IR drop assume default switching activity.
